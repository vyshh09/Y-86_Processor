### flow/config.mk
export PLATFORM = sky130hd
export DESIGN_NAME = pc_update
export DESIGN_NICKNAME = pc_update
export VERILOG_FILES = /design/flow/design.v
export SDC_FILE = /design/flow/constraint.sdc
export NUM_CORES = 4
export LEC_CHECK = 1
export CORE_AREA = 10 10 109 109
export DIE_AREA = 0 0 119 119
### flow/constraint.sdc
current_design pc_update

set clk_period 9.0
set clk_io_pct 0.2

create_clock -name clk0 -period $clk_period

set non_clock_inputs [all_inputs -no_clocks]
set_input_delay [expr $clk_period * $clk_io_pct] -clock clk0 $non_clock_inputs
set_output_delay [expr $clk_period * $clk_io_pct] -clock clk0 [all_outputs]
### flow/design.v
module pc_update(clk, cnd, icode,  valC, valM, valP, PC_new);
input cnd;
input clk;
input [3:0] icode;
input [63:0] valC, valM, valP;
output reg [63:0] PC_new;
always@(*)
    begin
        case(icode)
        4'b0111:
        begin
            if(cnd)
                PC_new = valC;
            else
                PC_new = valP;
        end
        4'b1001: 
        begin 
            PC_new = valM;
        end
        4'b1000:
        begin 
            PC_new = valC; 
        end
        default: 
        begin 
            PC_new = valP;
        end
        endcase
    end
endmodule
### flow/run.sh
#!/bin/bash
# OpenROAD 26Q1-2900-gdf79404cd8, Yosys 0.63+post, stock flow scripts
make -C /OpenROAD-flow-scripts/flow DESIGN_CONFIG=/design/flow/config.mk WORK_HOME=/design/flow/orfs finish
==> results.rst <==
Synthesis and place-and-route
=============================

.. list-table::
   :header-rows: 1

   * - Metric
     - Value
   * - Hold-fix buffer count after cts
     - 0
   * - Total number of placement rows
     - 36
   * - Floorplan die area
     - approximately 14000 um^2
   * - Antenna violations before repair
     - 0
   * - Dpl ws
     - 2250 ps
   * - Count of buffering cells on the critical path with inverters included
     - 3
   * - Tally of filler cells in the layout
     - 947
   * - Number of warnings in the stage logs
     - 33
   * - Total negative slack for setup checks
     - 0 ps
   * - Layout-stage area growth over the synthesis result
     - 106%
   * - Setup Buffers After CTS
     - 0
   * - Final Max-Slew Violation Tally
     - 0
   * - Slew Limit Headroom
     - 45.8%
   * - Number of hold violations in the final report
     - 0
   * - Top cell family by delay on the critical path
     - buffers and inverters
   * - Number of placed I/O pins
     - 262
   * - Shortest period the worst path allows
     - 6750 ps
   * - Leakage power of the design
     - 1.61 nW
   * - Overall fraction of global-route tracks in use
     - 18.4%
   * - Top achievable clock speed
     - 148 MHz
   * - Dominant cell type by area after synthesis
     - mux2_2
   * - Gate count after technology mapping
     - 310
   * - Global placement routability congestion
     - 0.800
   * - Remaining Overflow, GRT
     - 0
   * - Number of failing setup endpoints in the final timing report
     - 0
   * - Routed wirelength normalized by instance count
     - 21.8 um
   * - PwrDens
     - slightly below 50 nW/um^2
   * - Effective utilization at floorplan
     - 24.6%
   * - Final period util
     - around three quarters
   * - Slowest-stage cell, CP
     - and4b_4
   * - Buffers added on ports
     - 261
   * - Seq. cell area
     - 0 um^2
   * - Worst Path Max Fanout
     - between 60 and 70
   * - Final hold slack
     - 4660 ps
   * - Die extent in y
     - ~120 um
   * - Die X
     - 119 um
   * - Portion of synthesized cell area occupied by the leading cell type
     - a little under a third
   * - Cell repeated most along the worst path
     - clkdlybuf4s50_1
   * - Average cell area after synthesis
     - about 7.7 um^2
   * - Detailed placer's ending HPWL
     - 10600 um
   * - Synthesized cell area
     - 2370 um^2
   * - Endpoint required time on the critical path
     - slightly above 7000 ps
   * - Syn. warnings
     - 1
   * - Leading cell types by count after synthesis
     - a21oi_1 (64), a222oi_1 (64), mux2_2 (64), nor3_1 (64), buf_2 (22)
   * - Number of distinct standard cells referenced by the synthesized netlist
     - 14
   * - Via count
     - 3799
   * - Largest stage delay on the critical path
     - 800 ps
   * - Vias per inst
     - between 5 and 6
   * - Crit path DAT
     - 4950 ps
   * - Count of clock buffers in the final design
     - 0
   * - Chip area from the yosys synthesis statistics
     - 2370 um^2
   * - First-pass iteration count of the detailed router
     - 7
   * - Kind of launch point of the worst setup path
     - input pin
   * - Crit path kind
     - input pin to output pin
   * - Post-synthesis cell count from yosys
     - 310
   * - FFs & Latches
     - 0
   * - Largest vdd supply drop
     - 21.5 uV
   * - Least-Margin Pin Slew
     - 813 ps
   * - Number of nets with antenna violations after routing
     - 0
   * - Fraction of the yosys area taken by sequential cells
     - 0%
   * - Hold Crit Class
     - input pin to output pin
   * - Wire length of the first global-routing pass
     - between 20000 and 25000 um
   * - Via count of the first global-routing pass
     - 3689
   * - Run status
     - completed
   * - Number of violations of the max-capacitance limit
     - 0
   * - CP Cell Sequence
     - clkdlybuf4s50_1, and4b_4, or2_2, buf_4, a21oi_1, clkdlybuf4s50_1
   * - Leading post-synthesis cells by cell area
     - mux2_2 (30%), a222oi_1 (27%), a21oi_1 (14%), nor3_1 (14%), buf_6 (6.2%)
   * - Area of the multi-input gates
     - 2060 um^2
   * - Unrepaired setup endpoints after global routing
     - false
   * - Area inside the core boundary
     - a little under 10000 um^2
   * - Gates resized, CTS repair
     - 0
   * - DRT Wirelength
     - 14500 um
   * - Remaining routing DRC violations
     - 0
   * - Number of diodes
     - 0
   * - Starting DRC count in detailed routing
     - 599
   * - Maximum number of pins on one net before global-route repair
     - 67
   * - Fraction of layout instances using a drive strength above 1
     - 14.6%
   * - Element type at the critical path end
     - output pin
   * - Crit path setup slack, layout
     - approximately 2300 ps
-- metrics by stage --
| stage | total power, W | cell area, um^2 | util, % | instances |
|---|---|---|---|---|
| 6_report | 0.000237 | 4890 | 50.7 | 662 |
| 5_1_grt | 0.000256 | 4890 | 50.7 | 662 |
| 4_1_cts | 0.000239 | 4890 | 50.7 | 662 |
| 3_5_place_dp | 0.000237 | 4890 | 50.7 | 662 |
| 3_3_place_gp | 0.000235 | 4890 | 50.7 | 662 |
| 2_1_floorplan | 0.0000788 | 2370 | - | 310 |
-- tightest hold or removal path, stage by stage --
cell	delay, ps
clkdlybuf4s50_1	410
nor3_1	180
a21oi_1	60
clkdlybuf4s50_1	400
-- cells by family (layout without fill, tap and decap cells) --
kind of cell | count (synthesis) | count (layout) | synth area share (%)
AND-OR/OR-AND | 128 | 128 | 40.5
buffers and inverters | 49 | 268 | 13.7
multiplexers | 64 | 64 | 30.4
AND/OR/NAND/NOR | 69 | 69 | 15.4
-- placed cells by master, fill, tap and decap left out --
| cell type | count |
|---|---|
| and4bb_2 | 1 |
| nor3b_2 | 1 |
| clkdlybuf4s50_1 | 260 |
| and4b_4 | 1 |
| buf_4 | 7 |
| a21oi_1 | 64 |
| buf_2 | 1 |
| mux2_2 | 64 |
| or2_2 | 1 |
| nor3_1 | 64 |
| nor4b_2 | 1 |
| a222oi_1 | 64 |
-- final timing paths --
kind | start | end | slack, ps | cells past startpoint
setup / recovery | icode[1] | PC_new[25] | 2250 | 6
hold / removal | valP[46] | PC_new[46] | 4660 | 4
-- layer usage --
| metal | global-route usage (%) | share of wire [%] |
|---|---|---|
| met1 | 24.3 | 42 |
| met5 | 0 | 0 |
| met4 | 0.458 | 0.29 |
| met3 | 6.33 | 11 |
| met2 | 29.9 | 47 |
-- power by group --
group	total (W)	internal, W	switching, W
clock	0	0	0
combinational	0.000237	0.000163	0.0000742
sequential	0	0	0
-- layout make-up --
cell class | instances | area share, %
well taps | 133 | 3.40
repair buffers | 268 | 54.4
multi-input cells | 261 | 42.2
No activity file was given, so power comes from the tool's default toggle rates.
