==> run.sh <==
#!/bin/bash
# OpenROAD 26Q1-2900-gdf79404cd8, Yosys 0.63+post, stock flow scripts
make -C /OpenROAD-flow-scripts/flow DESIGN_CONFIG=/design/flow/config.mk WORK_HOME=/design/flow/orfs finish
==> config.mk <==
export PLATFORM = sky130hd
export DESIGN_NAME = write_back
export DESIGN_NICKNAME = write_back
export VERILOG_FILES = /design/flow/design.v
export SDC_FILE = /design/flow/constraint.sdc
export NUM_CORES = 4
export LEC_CHECK = 1
export CORE_AREA = 10 10 424 424
export DIE_AREA = 0 0 434 434
==> constraint.sdc <==
current_design write_back

set clk_period 14.0
set clk_io_pct 0.2

create_clock -name clk0 -period $clk_period

set non_clock_inputs [all_inputs -no_clocks]
set_input_delay [expr $clk_period * $clk_io_pct] -clock clk0 $non_clock_inputs
set_output_delay [expr $clk_period * $clk_io_pct] -clock clk0 [all_outputs]
==> design.v <==
module write_back (clk,icode,ra,rb,cnd,valE,valM,regis0,regis1,regis2,regis3,regis4,regis5,regis6,regis7,regis8,regis9,regis10,regis11,regis12,regis13,regis14);
    output reg [63:0] regis0,regis1,regis2,regis3,regis4,regis5,regis6,regis7,regis8,regis9,regis10,regis11,regis12,regis13,regis14;        
    reg [63:0] register[0:14];  
    input clk,cnd;                    
    input [3:0] icode,ra,rb;           
    input [63:0] valE,valM; 
initial 
    begin
        for(integer i=0;i<15;i=i+1) 
        begin
            register[i]=i;        
        end
    end
always @(*) 
    begin
        case (icode)
    4'h2: begin
        if (cnd) begin
            register[rb] = valE;
        end
    end
    4'h3, 4'h6: begin
        register[rb] = valE;
    end
    4'h5: begin
        register[ra] = valM;
    end
    4'h8: begin
        register[4] = valE;
    end
    4'h9, 4'hA: begin
        register[4] = valE;
    end
    4'hB: begin
        register[4] = valE;
        register[ra] = valM;
    end
         endcase    
    regis0<=register[0];           
    regis1<=register[1];
    regis2<=register[2];
    regis3<=register[3];
    regis4<=register[4];
    regis5<=register[5];
    regis6<=register[6];
    regis7<=register[7];
    regis8<=register[8];
    regis9<=register[9];
    regis10<=register[10];
    regis11<=register[11];
    regis12<=register[12];
    regis13<=register[13];
    regis14<=register[14];
    end
endmodule 
==> run_summary.xml <==
<?xml version="1.0" encoding="UTF-8"?>
<metrics>
  <group name="outcome">
    <metric name="outcome" unit="">finished, final reports clean</metric>
  </group>
  <group name="placement">
    <metric name="globalplace.congestion" unit="">0.7091</metric>
    <metric name="place_ws" unit="ps">4874</metric>
    <metric name="dp.final_hpwl" unit="mm">70.92</metric>
    <metric name="port-buffer-count" unit="">1096</metric>
  </group>
  <group name="final_layout">
    <metric name="layout.sequential_cells" unit="">0</metric>
    <metric name="final-seq-area" unit="sq um">0</metric>
    <metric name="layout_top_cells" unit="">clkdlybuf4s50_1 (1096), mux2_2 (88), mux2_4 (40)</metric>
    <metric name="layout_top_cell" unit="">clkdlybuf4s50_1</metric>
    <metric name="area_growth_syn_to_layout" unit="%">93.73</metric>
    <metric name="fraction_of_layout_instances_using_a_drive_strength_above_1" unit="%">11.36</metric>
    <metric name="number_of_clock_tree_buffers_in_the_layout" unit="">0</metric>
  </group>
  <group name="global_route">
    <metric name="globalRoute.totalOverflow" unit="">0</metric>
    <metric name="grt_antenna_before_repair" unit="">10</metric>
    <metric name="first_pass_grt_wire_length" unit="mm">90.95</metric>
    <metric name="grt_start_max_net_pins" unit="">32</metric>
    <metric name="first_global_vias" unit="">7080</metric>
    <metric name="gr-usage-all-layers" unit="%">7.598</metric>
  </group>
  <group name="detailed_routing">
    <metric name="route.final.wire_length" unit="mm">78.28</metric>
    <metric name="post_drt_via_cell_ratio" unit="">1.931</metric>
    <metric name="route.detailed.wl_per_inst" unit="microns">22.57</metric>
    <metric name="detail_route.drc_violations" unit="">0</metric>
    <metric name="detail-route-antenna-nets" unit="">0</metric>
    <metric name="drtIter0Drc" unit="">316</metric>
    <metric name="detailroute.via_count" unit="">6698</metric>
    <metric name="number_of_detailed_routing_iterations_run_before_antenna_repair" unit="">4</metric>
  </group>
  <group name="power">
    <metric name="sw_frac_of_total" unit="%">35.88</metric>
    <metric name="p_int" unit="mW">0.3818</metric>
    <metric name="p_leak" unit="nW">4.989</metric>
    <metric name="ir_drop" unit="mV">0.01105</metric>
    <metric name="power.density_cell_area" unit="nW/um^2">38.37</metric>
    <metric name="power.switching" unit="mW">0.2136</metric>
  </group>
  <group name="worst_setup_path">
    <metric name="timing.setup.critical_path_class" unit="">input pin to output port</metric>
    <metric name="arrival" unit="ps">6020</metric>
    <metric name="crit_path_start_kind" unit="">input pin</metric>
    <metric name="critPathTopFamily" unit="">buffers and inverters</metric>
    <metric name="crit_end_element" unit="">output port</metric>
    <metric name="crit_fanout" unit="">31</metric>
    <metric name="path_cells" unit="">clkdlybuf4s50_1, or4_4, o32ai_4, buf_4, buf_4, mux2_2, clkdlybuf4s50_1</metric>
    <metric name="path_buffers" unit="">4</metric>
    <metric name="required_arrival_time_at_the_worst_endpoint" unit="ps">11200</metric>
    <metric name="crit_cells" unit="">7</metric>
    <metric name="critPathMaxStageDelay" unit="ps">790</metric>
    <metric name="critical-path-slowest-cell" unit="">clkdlybuf4s50_1</metric>
  </group>
  <group name="sta">
    <metric name="grt_setup_unrepaired" unit="">no</metric>
    <metric name="worstMarginPinSlew" unit="ps">740.4</metric>
    <metric name="hold_viol_final" unit="">0</metric>
    <metric name="fin_setup_tns" unit="ps">0</metric>
    <metric name="setup_viol" unit="">0</metric>
    <metric name="setup_slack" unit="ps">5180</metric>
    <metric name="timing.final.max_slew_violations" unit="">0</metric>
    <metric name="relSlewSlack" unit="%">50.64</metric>
    <metric name="finalWorstPathRequiredPeriod" unit="ps">8820</metric>
    <metric name="max_freq" unit="MHz">113.4</metric>
    <metric name="timing.final.crit_share" unit="%">63.00</metric>
  </group>
  <group name="synth">
    <metric name="yosys-mux-area-fraction" unit="%">19.87</metric>
    <metric name="synthAdderAreaFrac" unit="%">0</metric>
    <metric name="area_fraction_in_and_or_nand_and_nor_cells_after_synthesis" unit="%">0.4687</metric>
    <metric name="post_synth_num_cell_types" unit="">12</metric>
    <metric name="netlist_area" unit="sq um">8009</metric>
    <metric name="xor_area_share" unit="%">0</metric>
    <metric name="post_synth_ao_oa_area_fraction" unit="%">0.4531</metric>
    <metric name="yosysSeqAreaShare" unit="%">0</metric>
    <metric name="synth_cells" unit="">979</metric>
    <metric name="synth.yosys.chip_area" unit="sq um">8009</metric>
    <metric name="avgSynthCellArea" unit="sq um">8.181</metric>
    <metric name="ys_cells" unit="">979</metric>
    <metric name="synth-warning-count" unit="">2</metric>
    <metric name="logic_family" unit="">buffers and inverters</metric>
  </group>
  <group name="die">
    <metric name="die_width" unit="microns">434</metric>
    <metric name="core_util_floorplan" unit="%">4.715</metric>
    <metric name="die_h" unit="microns">434</metric>
    <metric name="core.rowCount" unit="">151</metric>
    <metric name="ports" unit="">1102</metric>
    <metric name="chip_area" unit="sq um">188400</metric>
    <metric name="design.core.area" unit="sq um">169800</metric>
  </group>
  <group name="clocking">
    <metric name="cts_repair_resize_count" unit="">0</metric>
    <metric name="cts_hold_buffers" unit="">0</metric>
    <metric name="cts_setup_buffers" unit="">0</metric>
  </group>
  <group name="flow_run">
    <metric name="warnings" unit="">38</metric>
    <metric name="maxCapViolations" unit="">0</metric>
  </group>
  <group name="hold_path">
    <metric name="holdCritPathClass" unit="">input pin to output port</metric>
    <metric name="worst_hold_path.num_cells" unit="">3</metric>
  </group>
</metrics>
==> final timing paths <==
| path | from | endpoint |
|---|---|---|
| setup / recovery | icode[2] | regis4[36] |
| hold / removal | valE[10] | regis4[10] |
==> metrics by stage <==
stage | std cells | total power, mW | cell area [sq um] | hold WS, ps | util, %
6_report | 3468 | 0.5954 | 15520 | 6679 | 9.135
3_5_place_dp | 3459 | 0.6234 | 15490 | 6683 | 9.122
4_1_cts | 3459 | 0.6273 | 15490 | 6686 | 9.122
2_1_floorplan | 979 | 0.2679 | 8009 | 5698 | -
3_3_place_gp | 3459 | 0.6227 | 15490 | 6674 | 9.122
5_1_grt | 3459 | 0.6436 | 15490 | 6699 | 9.122
==> metal layers <==
metal  vias up  global-route usage [%]  routed length [microns]  part of all wire [%]
met1      3338                   8.716                    28120                    36
met3        23                   3.927                    10810                    14
li1       2780                       -                        -                     -
met2       557                   13.09                    38720                    49
met4         0                  0.5174                      638                  0.82
met5         -                       0                        0                     0
==> power by group through the flow <==
stage                 sequential [mW]  combinational (mW)  clock, mW
after CTS                           0               0.627          0
after global routing                0               0.644          0
==> cells in the mapped netlist (all sizes together) <==
cell / number / area [sq um]
mux2: 128 / 1592
nand4: 1 / 6.260
nand2: 1 / 3.750
buf: 844 / 6344
and3b: 1 / 8.760
o32ai: 1 / 27.53
or4: 1 / 11.26
nor3b: 1 / 7.510
o21ai: 1 / 8.760
==> cell families (layout without fill, tap and decap cells) <==
| group | after synthesis | after routing |
|---|---|---|
| compound gates | 2 | 2 |
| buf+inv | 844 | 1106 |
| mux | 128 | 128 |
| other cells | 0 | 9 |
| simple gates | 5 | 5 |
==> final cells by class <==
cell class                 instances  area, sq um
fill                           19490       154300
timing repair buffer            1106        11050
tap                             2218         2775
multi-input combinational        135         1673
antenna                            9        22.52
Power is estimated from default activity; no workload was simulated.
