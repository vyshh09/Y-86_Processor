`/design/flow/run.sh`:
```
#!/bin/bash
# OpenROAD 26Q1-2900-gdf79404cd8, Yosys 0.63+post, stock flow scripts
make -C /OpenROAD-flow-scripts/flow DESIGN_CONFIG=/design/flow/config.mk WORK_HOME=/design/flow/orfs finish
```
`/design/flow/config.mk`:
```
export PLATFORM = sky130hd
export DESIGN_NAME = pipeline_ctrl
export DESIGN_NICKNAME = pipeline_ctrl
export VERILOG_FILES = /design/flow/design.v
export SDC_FILE = /design/flow/constraint.sdc
export NUM_CORES = 4
export LEC_CHECK = 1
export CORE_AREA = 10 10 70 70
export DIE_AREA = 0 0 80 80
```
`/design/flow/constraint.sdc`:
```
current_design pipeline_ctrl

set clk_period 1.9
set clk_io_pct 0.2

create_clock -name clk0 -period $clk_period

set non_clock_inputs [all_inputs -no_clocks]
set_input_delay [expr $clk_period * $clk_io_pct] -clock clk0 $non_clock_inputs
set_output_delay [expr $clk_period * $clk_io_pct] -clock clk0 [all_outputs]
```
`/design/flow/design.v`:
```
module pipeline_ctrl (
        input e_Cnd,
    input [3:0] D_icode,
    input [3:0] E_icode,
    input [3:0] E_destM,
    input [3:0] d_srcA,
    input [3:0] d_srcB,
    input [3:0] M_icode,
    input [0:3] m_stat,
    input [0:3] W_stat,
    output reg setcc,
    output reg D_bubble,
    output reg E_bubble,
    output reg F_stall,
    output reg D_stall
);
always @* begin
    setcc = 1'b1;
   if(E_icode == 4'h5 || E_icode == 4'hB) 
   begin
        if(( (E_destM != 4'hF && E_destM == d_srcB ) || ( E_destM != 4'hF && E_destM == d_srcA ) ) ||
                (D_icode == 4'h9 || M_icode == 4'h9 || E_icode == 4'h9 ))
                begin
                    F_stall =  (E_icode == 4'h5 || E_icode == 4'hB) &&
                ( (E_destM != 4'hF && E_destM == d_srcB ) || ( E_destM != 4'hF && E_destM == d_srcA ) ) ||
                (D_icode == 4'h9 || M_icode == 4'h9 || E_icode == 4'h9 );
                end
    end
    else 
    begin
        F_stall =  (E_icode == 4'h5 || E_icode == 4'hB) &&
                ( (E_destM != 4'hF && E_destM == d_srcB ) || ( E_destM != 4'hF && E_destM == d_srcA ) ) ||
                (D_icode == 4'h9 || M_icode == 4'h9 || E_icode == 4'h9 );
    end
    if(E_icode == 4'h5 || E_icode == 4'hB) 
   begin
        if((E_destM != 4'hF && E_destM == d_srcA ) || (E_destM != 4'hF && E_destM == d_srcB ))
                begin
                    D_stall = (E_icode == 4'h5 || E_icode == 4'hB) &&
               ((E_destM != 4'hF && E_destM == d_srcA ) || (E_destM != 4'hF && E_destM == d_srcB ));
                end
    end
    else 
    begin
        D_stall = (E_icode == 4'h5 || E_icode == 4'hB) &&
               ((E_destM != 4'hF && E_destM == d_srcA ) || (E_destM != 4'hF && E_destM == d_srcB ));
    end
    D_bubble = (!e_Cnd && E_icode == 4'h7) ||
               !((E_icode == 4'h5 || E_icode == 4'hB) &&
               ((E_destM != 4'hF && E_destM == d_srcA) || (E_destM != 4'hF && E_destM == d_srcB ))) &&
               (D_icode == 4'h9 || M_icode == 4'h9 ||  E_icode == 4'h9);
    E_bubble = ( !e_Cnd && E_icode == 4'h7) ||
               ((E_icode == 4'h5 || E_icode == 4'hB) &&
               ((E_destM != 4'hF && E_destM == d_srcA ) || (E_destM != 4'hF && E_destM == d_srcB )));
    if (E_icode == 4'h0 || W_stat != 4'b1000 || m_stat != 4'b1000) begin
        setcc = 1'b0;
    end
end
endmodule
```
==> results_dict.tcl <==
# yosys + openroad results
set metrics [dict create \
    status "finished, final reports clean" \
    drt_wl_total_um 1320 \
    slew_violations 0 \
    final.setup.tns_ns 0 \
    total_leakage_power_nw 0.323 \
    placed_area_um2 773 \
    syn_area_per_cell_um2 8.08 \
    grt_max_degree 4 \
    final_area_um2 800 \
    untimed_endpoints 4 \
    die_x_um 80 \
    holdPathEnd "setcc" \
    ys_sh_mux_pct 0 \
    hold_path_class "in2out" \
    ff_type "dlxtn_1" \
    worst_pin_slew_ns 0.238 \
    rows 21 \
    drive_above_1_share_pct 28.0 \
    crit_arrival_ns 1.45 \
    grt_pass1_wl_um 2080 \
    ys_area_um2 283 \
    use_met3_pct 0.682 \
    synth_area_um2 283 \
    drt_iter0_drc 6 \
    drtAntennaViolNets 0 \
    adder_share_pct 0 \
    endpoint_kind "primary output" \
    fp-utilization_pct 8.28 \
    core-area_um2 3420 \
    yosysWarnings 1 \
    unclocked_pins 2 \
    irDropWorstVdd_uv 39.1 \
    critPathRequiredTime_ns 1.52 \
    seq_power_share_pct 2.0 \
    yosys_cells 35 \
    pwr-share-comb_pct 98.0 \
    finalHoldViolations 0 \
    netlist_instances 35 \
    hold_depth 5 \
    syn2layout_area_growth_pct 183 \
    p_clk_share_pct 0 \
    synthDistinctLibCells 16 \
    setup.worst_path.class "in2out" \
    async_flop_share_pct 0 \
    port_buffers 38 \
    ioPinCount 38 \
    swShare_pct 29.9 \
    fin_util_pct 23.4 \
    finalSetupViolCount 0 \
    use_met2_pct 8.51 \
    intPower_w 0.0000894 \
    via_per_inst 3.35 \
    gp_congestion 0.765 \
    worst-path-max-fanout 2 \
    drt_first_pass_iters 2 \
    grtUsageMet1_pct 3.44 \
    synth-compound-area-share_pct 16.4 \
    ys_sh_simple_pct 48.2 \
    antenna-diode-count 0 \
    vias 429 \
    lay_top_count "clkdlybuf4s50_1" \
    grtUsageTotal_pct 3.79 \
    drv_cap 0 \
    antenna_found_initial 0 \
    finalClockPeriodUsage_pct 96.4 \
    die_h_um 80 \
    tool_warnings 32 \
    min_period_ns 1.83 \
    layout_top_cells "19 x clkdlybuf4s50_1, 11 x dlygate4sd2_1, 9 x buf_4" \
    critPathLaunchType "input pin" \
    hpwl_um 1270 \
    switching_power_w 0.0000381 \
    edf_count 0 \
    synth_flops 2 \
    busiest_layer "met2" \
    min_from "E_icode[3]" \
    grt_remaining_overflow 0 \
    xor_area_share_pct 24.8 \
    yosys-dominant-comb-family "simple AND/OR/NAND/NOR gates" \
    drc 0 \
    p_per_area_nw_per_um2 160 \
    grt_pass1_vias 483 \
    die_area_um2 6400 \
    slew_headroom_pct 84.1 \
    wl_per_cell_um 10.3 \
    fmax_mhz 546 \
]
## how the worst max path moves through the flow
| stage | from | end | slack (ns) | cells after the start |
|---|---|---|---|---|
| 4_1_cts | W_stat[1] | setcc | 0.02 | 5 |
| 5_1_grt | M_icode[2] | D_bubble | -0.03 | 5 |
| 6_report | M_icode[2] | D_bubble | 0.07 | 5 |
## cell usage after synthesis, types with 2 or more instances
cell type  count  area [um^2]
nor4b_1        2         17.5
nor4bb_1       2         20.0
nor2_1         4         15.0
dlxtn_1        2         30.0
a21oi_1        4         20.0
nand4_1        3         18.8
nand2b_1       2         12.5
xnor2_1        8         70.1
## per-layer routing
metal / part of all wire (%) / vias up
li1: - / 228
met1: 31 / 191
met2: 64 / 10
met3: 4.4 / 0
met4: 0 / 0
met5: 0 / -
## timing repair
action / CTS / global route
gates resized: 29 / 11
hold buffers: 0 / 0
endpoints found under the setup margin: 3 / 3
pin swaps: 13 / 10
buffers inserted: 1 / 1
## sequential cells by signal, summed over array words and instances, names as in the netlist
| register | count |
|---|---|
| D_stall | 1 |
| F_stall | 1 |
## per-stage QoR
stage,worst slack (ns),total power (W),instances,hold WS (ns)
after detailed placement,-0.522,0.000133,126,1.77
after floorplan,0.577,0.0000367,35,0.848
after global routing,-0.0334,0.000139,128,1.39
final,0.0688,0.000128,128,1.34
after global placement,-0.495,0.000131,126,1.77
after CTS,0.0176,0.000129,127,1.44
## worst max-delay path, cell delays in order
cell	delay, ns
clkdlybuf4s50_1	0.44
nor4bb_4	0.30
a311oi_2	0.08
a21oi_1	0.13
buf_2	0.11
## cells by family (layout without fill, tap and decap cells)
family | Yosys count | count (layout)
xor+xnor | 8 | 8
simple gates | 19 | 19
compound gates | 6 | 6
buf+inv | 0 | 47
latches | 2 | 2
## power groups by stage
stage	sequential, W	clock, W	combinational [W]
after CTS	0.00000259	0	0.000126
after global routing	0.00000263	0	0.000136
final	0.00000258	0	0.000125
## area by class of cell
class | instances | area (um^2)
Fill cell | 386 | 2620
Timing Repair Buffer | 47 | 409
Multi-Input combinational cell | 33 | 303
Tap cell | 46 | 57.6
Sequential cell | 2 | 30.0
No activity file was given, so power comes from the tool's default toggle rates.
